File: design/flow/run.sh
#!/bin/bash
# OpenROAD 26Q1-2900-gdf79404cd8, Yosys 0.63+post, stock flow scripts
make -C /OpenROAD-flow-scripts/flow DESIGN_CONFIG=/design/flow/config.mk WORK_HOME=/design/flow/orfs finish
File: design/flow/config.mk
export PLATFORM = sky130hd
export DESIGN_NAME = axi_cfg_regs
export DESIGN_NICKNAME = axi_cfg_regs
export VERILOG_FILES = /design/flow/design.v
export SDC_FILE = /design/flow/constraint.sdc
export NUM_CORES = 4
export LEC_CHECK = 1
export CORE_AREA = 10 10 366 366
export DIE_AREA = 0 0 376 376
File: design/flow/constraint.sdc
current_design axi_cfg_regs

set clk_period 11.5
set clk_io_pct 0.2

create_clock -name clk0 -period $clk_period [get_ports {S_AXI_ACLK}]

set non_clock_inputs [all_inputs -no_clocks]
set_input_delay [expr $clk_period * $clk_io_pct] -clock clk0 $non_clock_inputs
set_output_delay [expr $clk_period * $clk_io_pct] -clock clk0 [all_outputs]
File: design/flow/design.v
`timescale 1ns / 1ps
module axi_cfg_regs
#(
parameter C_S_AXI_DATA_WIDTH = 32,
parameter C_S_AXI_ADDR_WIDTH = 30
)
(
    input busy,
    input S_AXI_ACLK,
    input S_AXI_ARESETN,
    input [C_S_AXI_ADDR_WIDTH - 1:0] S_AXI_AWADDR, 
    input S_AXI_AWVALID,
    input [C_S_AXI_ADDR_WIDTH - 1:0] S_AXI_ARADDR, 
    input S_AXI_ARVALID,
    input [C_S_AXI_DATA_WIDTH - 1:0] S_AXI_WDATA,  
    input [(C_S_AXI_DATA_WIDTH/8 - 1):0] S_AXI_WSTRB,  
    input S_AXI_WVALID, 
    input S_AXI_RREADY, 
    input S_AXI_BREADY, 
    output [29:0] mem_addr,  
    output mem_wen,
    output [C_S_AXI_DATA_WIDTH - 1:0] mem_data_in,
    input [C_S_AXI_DATA_WIDTH - 1:0] mem_data_out,
    output reg S_AXI_AWREADY, 
    output reg S_AXI_ARREADY, 
    output reg S_AXI_WREADY,  
    output reg [C_S_AXI_DATA_WIDTH - 1:0] S_AXI_RDATA,
    output reg [1:0] S_AXI_RRESP,
    output reg S_AXI_RVALID,  
    output reg [1:0] S_AXI_BRESP,
    output reg S_AXI_BVALID,  
    input [31:0] debug_in,
    output [31:0] debug,
    output [31:0] ctrl,
    output [31:0] num_init_samples,
    output [31:0] num_init_steps,
    output [31:0] num_train_samples,
    output [31:0] num_train_steps,
    output [31:0] num_test_samples,
    output [31:0] num_test_steps,
    output [31:0] num_steps_per_sample,
    output [2:0] current_state_out,
    output  load_node,
    input   [11 : 0] node_dout
);
reg num_train_samples_reg_valid = 0;
reg [31:0] num_train_samples_reg = 0;
reg num_test_samples_reg_valid = 0;
reg [31:0] num_test_samples_reg = 0;
reg num_init_samples_reg_valid = 0;
reg [31:0] num_init_samples_reg = 0;
reg num_init_steps_reg_valid = 0;
reg [31:0] num_init_steps_reg = 0;
reg num_train_steps_reg_valid = 0;
reg [31:0] num_train_steps_reg = 0;
reg num_test_steps_reg_valid = 0;
reg [31:0] num_test_steps_reg = 0;
reg num_steps_per_sample_reg_valid = 0;
reg [31:0] num_steps_per_sample_reg = 0;
reg [31:0] debug_reg = 0;
reg  debug_reg_addr_valid = 0;
reg [31:0] ctrl_reg;
reg ctrl_reg_addr_valid = 0;
reg mem_reg_addr_valid = 0;
reg reservoir_node_reg_valid = 0;
reg [2:0] current_state = 0;
reg [2:0] next_state = 0;
reg [29:0] local_address = 0;
reg local_address_valid = 1;
wire [1:0] combined_S_AXI_AWVALID_S_AXI_ARVALID;
reg write_enable_registers = 0;
reg send_read_data_to_AXI = 0;
wire Local_Reset;
localparam reset = 0, idle = 1, read_transaction_in_progress = 2, write_transaction_in_progress = 3, mem_read_transaction_done_stage = 4, complete = 5;
assign Local_Reset = ~S_AXI_ARESETN;
assign combined_S_AXI_AWVALID_S_AXI_ARVALID = {S_AXI_AWVALID, S_AXI_ARVALID};
assign debug = debug_reg;
assign ctrl = ctrl_reg;
assign current_state_out = current_state;
always @ (posedge S_AXI_ACLK) begin
    if (Local_Reset)
        current_state <= reset;
    else
        current_state <= next_state;
end
always @ (current_state, combined_S_AXI_AWVALID_S_AXI_ARVALID, S_AXI_ARVALID, S_AXI_RREADY, S_AXI_AWVALID, S_AXI_WVALID, S_AXI_BREADY, local_address, local_address_valid) begin
    S_AXI_ARREADY = 0;
    S_AXI_RRESP = 2'b00;
    S_AXI_RVALID = 0;
    S_AXI_WREADY = 0;
    S_AXI_BRESP = 2'b00;
    S_AXI_BVALID = 0;
    S_AXI_WREADY = 0;
    S_AXI_AWREADY = 0;
    write_enable_registers = 0;
    send_read_data_to_AXI = 0;
    next_state = current_state;
    case (current_state)
        reset:
            next_state = idle;
        idle:
        begin
            case (combined_S_AXI_AWVALID_S_AXI_ARVALID)
                2'b01:
                    next_state = read_transaction_in_progress;
                2'b10:
                    next_state = write_transaction_in_progress;
            endcase
        end
        read_transaction_in_progress:
        begin
            next_state = mem_read_transaction_done_stage;
        end
        write_transaction_in_progress:
        begin
            next_state = write_transaction_in_progress;
			write_enable_registers = 1;
            S_AXI_AWREADY = S_AXI_AWVALID;
            S_AXI_WREADY = S_AXI_WVALID;
            S_AXI_BRESP = 2'b00;
            S_AXI_BVALID = 1;
			if (S_AXI_BREADY == 1)
			    next_state = complete;
        end
        mem_read_transaction_done_stage:
        begin
            next_state = mem_read_transaction_done_stage;
            S_AXI_ARREADY = S_AXI_ARVALID;
            S_AXI_RVALID = 1;
            S_AXI_RRESP = 2'b00;
            send_read_data_to_AXI = 1;
            if (S_AXI_RREADY == 1) 
                next_state = complete;
        end
        complete:
        begin
            case (combined_S_AXI_AWVALID_S_AXI_ARVALID) 
				2'b00:
                     next_state = idle;
				default:
                    next_state = complete;
			endcase;
        end
    endcase
end
always @(send_read_data_to_AXI, 
        local_address, 
        local_address_valid, 
        debug_reg, 
        ctrl_reg, 
        mem_data_out,
        num_train_samples_reg,
        num_test_samples_reg,
        num_init_samples_reg,
        num_steps_per_sample_reg,
        num_train_steps_reg,
        num_test_steps_reg,
        num_init_steps_reg,
        node_dout
        )
begin
    S_AXI_RDATA = 32'b0;
    if (local_address_valid == 1 && send_read_data_to_AXI == 1)
    begin
        case(local_address)
            16'h0000:
                S_AXI_RDATA = ctrl_reg;
            16'h0004:
                S_AXI_RDATA = debug_reg;
            16'h0008:
                S_AXI_RDATA = num_init_samples_reg;
            16'h000C:
                S_AXI_RDATA = num_train_samples_reg;
            16'h0010:
                S_AXI_RDATA = num_test_samples_reg;
            16'h0014:
                S_AXI_RDATA = num_steps_per_sample_reg;
            16'h0018:
                S_AXI_RDATA = num_init_steps_reg;
            16'h001C:
                S_AXI_RDATA = num_train_steps_reg;
            16'h0020:
                S_AXI_RDATA = num_test_steps_reg;
            16'h0024:
                S_AXI_RDATA = node_dout;
            default:
                S_AXI_RDATA = mem_data_out;
        endcase;     
    end
end
always  @(posedge S_AXI_ACLK)
begin
    if (Local_Reset)
        local_address = 0;
    else
    begin
        if (local_address_valid == 1)
        begin
            case (combined_S_AXI_AWVALID_S_AXI_ARVALID)
                2'b10:
                    local_address = S_AXI_AWADDR[29:0];
                2'b01:     
                    local_address = S_AXI_ARADDR[29:0];
            endcase
        end
    end
end
always @(local_address,write_enable_registers)
begin
    ctrl_reg_addr_valid = 0;
    debug_reg_addr_valid = 0;
    num_init_samples_reg_valid = 0;
    num_train_samples_reg_valid = 0;
    num_test_samples_reg_valid = 0;
    num_steps_per_sample_reg_valid = 0;
    num_init_steps_reg_valid = 0;
    num_train_steps_reg_valid = 0;
    num_test_steps_reg_valid = 0;
    reservoir_node_reg_valid = 0;
    local_address_valid = 1;
    if (write_enable_registers)
    begin
        case (local_address)
            30'h0000_0000:
                ctrl_reg_addr_valid = 1;
            30'h0000_0004:
                debug_reg_addr_valid = 1;
            30'h0000_0008:
                num_init_samples_reg_valid = 1;
            30'h0000_000C:
                num_train_samples_reg_valid = 1;
            30'h0000_0010:
                num_test_samples_reg_valid = 1;
            30'h0000_0014:
                num_steps_per_sample_reg_valid = 1;
            30'h0000_0018:
                num_init_steps_reg_valid = 1;
            30'h0000_001C:
                num_train_steps_reg_valid = 1;
            30'h0000_0020:
                num_test_steps_reg_valid = 1;
            30'h0000_0024:
                reservoir_node_reg_valid = 1;
            default:
            begin
                local_address_valid = 1;
            end
        endcase
    end
end
always @(posedge S_AXI_ACLK)
begin
    if (Local_Reset)
        ctrl_reg = 0;
    else
    begin
        if(ctrl_reg_addr_valid)
            ctrl_reg = {S_AXI_WDATA[31:2],busy,S_AXI_WDATA[0]};
        else begin
            ctrl_reg[1] = busy;
            ctrl_reg[0] = 0;
        end
    end
end
always @(posedge S_AXI_ACLK)
begin
    if (Local_Reset)
        debug_reg = 0;
    else
    begin
        debug_reg = debug_in;
    end
end
always @(posedge S_AXI_ACLK)
begin
    if (Local_Reset)
        num_init_samples_reg = 0;
    else
    begin
        if(num_init_samples_reg_valid)
            num_init_samples_reg = S_AXI_WDATA;
    end
end
always @(posedge S_AXI_ACLK)
begin
    if (Local_Reset)
        num_train_samples_reg = 0;
    else
    begin
        if(num_train_samples_reg_valid)
            num_train_samples_reg = S_AXI_WDATA;
    end
end
always @(posedge S_AXI_ACLK)
begin
    if (Local_Reset)
        num_test_samples_reg = 0;
    else
    begin
        if(num_test_samples_reg_valid)
            num_test_samples_reg = S_AXI_WDATA;
    end
end
always @(posedge S_AXI_ACLK)
begin
    if (Local_Reset)
        num_steps_per_sample_reg = 0;
    else
    begin
        if(num_steps_per_sample_reg_valid)
            num_steps_per_sample_reg = S_AXI_WDATA;
    end
end
always @(posedge S_AXI_ACLK)
begin
    if (Local_Reset)
        num_init_steps_reg = 0;
    else
    begin
        if(num_init_steps_reg_valid)
            num_init_steps_reg = S_AXI_WDATA;
    end
end
always @(posedge S_AXI_ACLK)
begin
    if (Local_Reset)
        num_train_steps_reg = 0;
    else
    begin
        if(num_train_steps_reg_valid)
            num_train_steps_reg = S_AXI_WDATA;
    end
end
always @(posedge S_AXI_ACLK)
begin
    if (Local_Reset)
        num_test_steps_reg = 0;
    else
    begin
        if(num_test_steps_reg_valid)
            num_test_steps_reg = S_AXI_WDATA;
    end
end
assign mem_wen = write_enable_registers && (local_address[29:24] > 0) && ~busy;
assign mem_data_in = S_AXI_WDATA;
assign mem_addr[29:0] = (combined_S_AXI_AWVALID_S_AXI_ARVALID[1]) ? {2'h0,S_AXI_AWADDR[29:2]} : ( (combined_S_AXI_AWVALID_S_AXI_ARVALID[0]) ? {2'h0,S_AXI_ARADDR[29:2]} : 30'h00);
assign num_init_samples = num_init_samples_reg;
assign num_train_samples = num_train_samples_reg;
assign num_test_samples = num_test_samples_reg;
assign num_steps_per_sample = num_steps_per_sample_reg;
assign num_init_steps = num_init_steps_reg;
assign num_train_steps = num_train_steps_reg;
assign num_test_steps = num_test_steps_reg;
assign load_node = reservoir_node_reg_valid;
endmodule
==> run summary <==
yosys + openroad results -> status=completed, Post-synth seq share=40.8%, I/O pin count=576, crit path from=node_dout[4], Crit Path Category=in -> out, Worst R2R Setup Slack=7.42 ns, initial antenna violation count=8, root buffer cell=clkbuf_16, Post-Syn Area=15800 sq um, Crit path largest cell delay=0.57 ns, Util after Layout=19.4%, mean routed wirelength per cell=24.8 microns, # DRC=0, final WL=101 mm, Synth Instances=1923, Reg2Reg Depth=8, M1 WL=42.7 mm, area grow syn2layout=54.7%, Worst Tran Pin Value=0.809 ns, largest area contributor in the netlist=dfxtp_1, slowest stage cell, crit path=a31oi_1, ys async rst share=0%, all-layer global routing usage=13.8%, core box area=126000 sq um, RSZ-0062 raised after global routing=no, vias in the first global route=16.3k, Largest type area fraction=40.8%, hold endpoint=num_test_samples_reg[21]$_SDFFE_PN0P_, Peak supply drop=0.105 mV, wire length on met2=44.8 mm, Power Total=2790 uW, Worst Hold Depth=2, chip area line of the yosys report=15800 sq um, Rows=130, Post-synth EDFFs=0, Critical Path, Cell by Cell=clkdlybuf4s50_1, a22oi_1, o22ai_1, a31oi_1, a21oi_1, clkdlybuf4s50_1, Post-CTS Setup Repair Bufs=0, Crit path top cell by count=clkdlybuf4s50_1, Final Max Tran Viols=0, PortBufs=565, OpenROAD warnings=34, Most common reg cell=dfxtp_1, CTS tree=yes, first-pass GRT wire length=136 mm, top cells, area=dfxtp_1 (41%), nand2_1 (14%), a21boi_1 (7.0%), Pre-Repair DR Iteration Count=9, die width=376 microns, GPL Wtd Cong=0.883, clk latency of the worst-skew pair=0.62 ns, final tally of setup violations=0, worst-case clock buffer depth=3, ys cells=1923, die height=376 microns, DR vias=16.5k, WP buf/inv=2, Avg Vias per Cell=4.06, arrival time worst endpoint=4.65 ns, min-delay worst type=reg -> reg, DR top layer=met5, final hold vios=0, YS warnings=1, # Max-Cap Violations=0, Crit. End Element=output port, highest clock rate=144 MHz, min Tclk post-route=6.95 ns, CP Max Fanout=1, Unique cell types=63, syn avg cell area=8.19 sq um, setup TNS=0 ns, slack of the critical path=4.55 ns, Leak=0.00794 uW, PD cells=114 nW/um^2, post-cts hold buffer count=0, H-tree depth=2, metal3 WL=9.28 mm, cell family with most CP delay=AND-OR/OR-AND gates, post-cts sizing count=0, Reg-to-Reg End=num_steps_per_sample_reg[29]$_SDFFE_PN0P_, GR Overflow Total=0, Clock Sinks=321, FP Util=12.5%, Clock Pin Slew Worst Setup and Hold Paths=0.06 ns, layout cells sized above 1=7.93%, post-detail-place hpwl=74.3 mm, DIE AREA=141000 sq um, Hold Startpoint=num_test_samples_reg[21]$_SDFFE_PN0P_, Post-Place Worst Slack=4.53 ns, initial DRC count=1218, #FFs+latches synth=321, reg2reg start=local_address[4]$_SDFFE_PN0P_, Startpoint Class=input port, Slew HR=46.1%, Fin Clk Skew=0.0343 ns, CP required=9.20 ns, final period utilization=60.5%, Routed Antenna Nets=0, largest net degree at the start of global routing=106, cts bufs inserted=43
==> cell usage after synthesis (6+ instances only) <==
cell type	count
nand2_1	603
mux2i_1	74
a22o_1	11
buf_2	67
o31a_1	10
dfxtp_1	321
a211oi_1	15
o21ai_0	55
o211a_1	30
a21boi_1	147
a21oi_2	7
buf_4	39
a21oi_1	33
nor2_1	26
clkbuf_1	115
and2_1	39
nor3_1	7
a22oi_1	37
a221oi_1	10
a21boi_0	109
nor4_2	7
nand3_1	9
a22o_4	8
a31oi_1	11
or4_1	6
o21a_1	10
o22ai_1	12
o211ai_1	10
o2bb2ai_1	19
==> worst max-delay path by stage <==
stage,end,slack [ns],cells after the start
finish,S_AXI_RDATA[4],4.55,6
CTS,S_AXI_RDATA[21],4.44,8
global route,S_AXI_RDATA[21],4.33,8
==> layout by cell type (no fill, tap or decap), types with 11 or more instances in the layout <==
| cell | n |
|---|---|
| a211oi_1 | 15 |
| a21boi_0 | 109 |
| a21boi_1 | 147 |
| a21oi_1 | 33 |
| a22o_1 | 11 |
| a22oi_1 | 37 |
| a31oi_1 | 11 |
| and2_1 | 36 |
| buf_4 | 58 |
| clkbuf_16 | 43 |
| clkdlybuf4s50_1 | 564 |
| dfxtp_1 | 320 |
| mux2i_1 | 74 |
| nand2_1 | 601 |
| nor2_1 | 24 |
| o211a_1 | 30 |
| o21ai_0 | 55 |
| o22ai_1 | 12 |
| o2bb2ai_1 | 19 |
==> where the power goes <==
part / internal [uW] / switching [uW] / total [uW]
clock network: 759 / 572 / 1330
logic: 147 / 152 / 299
registers: 1130 / 27.7 / 1160
total: 2040 / 752 / 2790
==> cell families (layout without fill, tap and decap cells) <==
logic type	count (synthesis)	count (layout)	synth area share, %
flops	321	321	40.8
fa+ha+maj	4	4	0.318
mux	76	76	4.84
xor+xnor	1	1	0.0556
compound gates	551	551	26.4
other cells	1	9	0.0238
buf+inv	236	704	7.27
simple gates	733	733	20.3
==> stage by stage <==
step	std cells	area [sq um]	hold WS [ns]
2_1_floorplan	1928	15800	0.427
3_3_place_gp	3971	23000	0.452
6_report	4049	24400	0.465
4_1_cts	4046	24400	0.467
3_5_place_dp	3971	23000	0.458
5_1_grt	4046	24400	0.481
==> cell type report <==
class,count,area (sq um)
inverters,6,22.5
well taps,1650,2060
diodes,3,7.51
clock inverters,16,180
flip-flops and latches,321,6430
repair buffers,623,6100
fillers,13800,101000
clock buffers,59,1200
multi-input cells,1371,8370
==> layer usage <==
| layer | vias up | track usage (%) |
|---|---|---|
| li1 | 7490 | - |
| met1 | 7970 | 17.9 |
| met2 | 813 | 21.7 |
| met3 | 181 | 4.55 |
| met4 | 4 | 4.23 |
| met5 | - | 0 |
==> worst min-delay path, stage by stage (launching register included) <==
cell and delay [ns]:
dfxtp_1 0.32, nand2_1 0.05, a21boi_1 0.05
No activity file was given, so power comes from the tool's default toggle rates.
