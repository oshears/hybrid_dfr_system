`flow/config.mk`:
```
export PLATFORM = sky130hd
export DESIGN_NAME = matrix_multiplier
export DESIGN_NICKNAME = matrix_multiplier
export VERILOG_FILES = /design/flow/design.v
export SDC_FILE = /design/flow/constraint.sdc
export NUM_CORES = 4
export LEC_CHECK = 1
export CORE_UTILIZATION = 50
```
`flow/constraint.sdc`:
```
current_design matrix_multiplier

set clk_period 23.7
set clk_io_pct 0.2

create_clock -name clk0 -period $clk_period [get_ports {clk}]

set non_clock_inputs [all_inputs -no_clocks]
set_input_delay [expr $clk_period * $clk_io_pct] -clock clk0 $non_clock_inputs
set_output_delay [expr $clk_period * $clk_io_pct] -clock clk0 [all_outputs]
```
`flow/design.v`:
```
`timescale 1ns / 1ps
module matrix_multiplier
# (
    ADDR_WIDTH = 32,
    DATA_WIDTH = 32
)
(
    input clk,
    input rst,
    input start,
    input [DATA_WIDTH - 1 : 0] x_data,
    input [DATA_WIDTH - 1 : 0] y_data,
    input [ADDR_WIDTH - 1 : 0] x_rows,
    input [ADDR_WIDTH - 1 : 0] y_cols,
    input [ADDR_WIDTH - 1 : 0] x_cols_y_rows,
    output reg [ADDR_WIDTH - 1 : 0] x_addr  = 0,
    output reg [ADDR_WIDTH - 1 : 0] y_addr  = 0,
    output reg [ADDR_WIDTH - 1 : 0] z_addr  = 0,
    output reg [DATA_WIDTH - 1 : 0] z_data  = 0,
    output reg z_wen = 0,
    output reg busy = 0
);
reg [DATA_WIDTH - 1 : 0] multi_iter = 0;
reg [DATA_WIDTH - 1 : 0] x_row = 0;
reg [DATA_WIDTH - 1 : 0] y_col = 0;
reg [DATA_WIDTH - 1 : 0] x_col_y_row = 0;
reg [1:0] x_addr_cnt_en = 0;
reg x_addr_cnt_rst = 0;
reg [1:0] y_addr_cnt_en = 0;
reg y_addr_cnt_rst = 0;
reg z_addr_cnt_en = 0;
reg z_addr_cnt_rst = 0;
reg z_sum_reg_en = 0;
reg z_sum_reg_rst = 0;
reg multi_iter_en = 0;
reg multi_iter_rst = 0;
reg x_row_en = 0;
reg x_row_rst = 0;
reg y_col_en = 0;
reg y_col_rst = 0;
reg x_col_y_row_en = 0;
reg x_col_y_row_rst = 0;
reg [2:0] current_state = 0;
reg [2:0] next_state = 0;
localparam done = 0, x_row_loop = 1, y_col_loop = 2, x_addr_loop = 3, x_col_y_row_loop = 4, y_addr_loop = 5, z_sum_loop = 6;
always @ (posedge clk or posedge rst) begin
    if (rst)
        current_state <= done;
    else
        current_state <= next_state;
end
always @(
    current_state,
    start,
    z_data,
    multi_iter,
    x_row,
    y_col,
    x_col_y_row,
    x_data ) begin
    busy = 0;
    z_wen = 0;
    x_addr_cnt_en = 0;
    x_addr_cnt_rst = 0;
    y_addr_cnt_en = 0;
    y_addr_cnt_rst = 0;
    z_addr_cnt_en = 0;
    z_addr_cnt_rst = 0;
    z_sum_reg_en = 0;
    z_sum_reg_rst = 0;
    multi_iter_en = 0;
    multi_iter_rst = 0;
    x_row_en = 0;
    x_row_rst = 0;
    y_col_en = 0;
    y_col_rst = 0;
    x_col_y_row_en = 0;
    x_col_y_row_rst = 0;
    case (current_state)
        done:
        begin
            if (start) begin
                busy = 1;
                x_addr_cnt_rst = 1;
                y_addr_cnt_rst = 1;
                z_addr_cnt_rst = 1;
                z_sum_reg_rst = 1;
                multi_iter_rst = 1;
                x_row_rst = 1;
                y_col_rst = 1;
                x_col_y_row_rst = 1;
                next_state = x_row_loop;
            end
        end
        x_row_loop:
        begin
            busy = 1;
            if (x_row == x_rows) begin
                next_state = done;
            end
            else begin
                y_col_rst = 1;
                next_state = y_col_loop;
            end
        end
        y_col_loop:
        begin
            busy = 1;
            if (y_col == y_cols) begin
                x_row_en = 1;
                next_state = x_row_loop;
            end
            else begin
                z_sum_reg_rst = 1;
                x_addr_cnt_rst = 1;
                multi_iter_rst = 1;
                x_col_y_row_rst = 1;
                next_state = x_addr_loop;
            end
        end
        x_addr_loop:
        begin
            busy = 1;
            if (multi_iter == x_row) begin
                next_state = x_col_y_row_loop; 
            end
            else begin
                x_addr_cnt_en = 2'b01;
                multi_iter_en = 1;
            end
        end
        x_col_y_row_loop:
        begin
            busy = 1;
            if (x_col_y_row == x_cols_y_rows) begin
                z_wen = 1;
                z_addr_cnt_en = 1;
                y_col_en = 1;
                next_state = y_col_loop;
            end
            else begin
                y_addr_cnt_rst = 1;
                multi_iter_rst = 1;
                next_state = y_addr_loop;
            end
        end
        y_addr_loop:
        begin
            busy = 1;
            if (multi_iter == x_col_y_row) begin
                multi_iter_en = 1;
                y_addr_cnt_en = 2'b10;
            end
            else if(multi_iter == x_col_y_row + 1) begin
                multi_iter_rst = 1;
                next_state = z_sum_loop;
            end
            else begin
                multi_iter_en = 1;
                y_addr_cnt_en = 2'b01;
            end
        end
        z_sum_loop:
        begin
            busy = 1;
            if (multi_iter == x_data) begin
                x_addr_cnt_en = 2'b10;
                x_col_y_row_en = 1;
                next_state = x_col_y_row_loop;
            end
            else begin
                multi_iter_en = 1;
                z_sum_reg_en = 1;
            end
        end
        default:
        begin
            busy = 0;
            z_wen = 0;
            x_addr_cnt_en = 0;
            x_addr_cnt_rst = 0;
            y_addr_cnt_en = 0;
            y_addr_cnt_rst = 0;
            z_addr_cnt_en = 0;
            z_addr_cnt_rst = 0;
            z_sum_reg_en = 0;
            z_sum_reg_rst = 0;
            multi_iter_en = 0;
            multi_iter_rst = 0;
            x_row_en = 0;
            x_row_rst = 0;
            y_col_en = 0;
            y_col_rst = 0;
            x_col_y_row_en = 0;
            x_col_y_row_rst = 0;
        end
    endcase
end
always @(posedge clk) begin
    if (x_addr_cnt_rst)
        x_addr <= 0;
    else if(x_addr_cnt_en == 2'b01) 
        x_addr <= x_addr + x_cols_y_rows;
    else if (x_addr_cnt_en == 2'b10)
        x_addr <= x_addr + 1;
end
always @(posedge clk) begin
    if (y_addr_cnt_rst)
        y_addr <= 0;
    else if(y_addr_cnt_en == 2'b01)
        y_addr <= y_addr + y_cols;
    else if(y_addr_cnt_en == 2'b10) 
        y_addr <= y_addr + y_col;
end
always @(posedge clk) begin
    if (z_addr_cnt_rst)
        z_addr <= 0;
    else if(z_addr_cnt_en) 
        z_addr <= z_addr + 1;
end
always @(posedge clk) begin
    if (multi_iter_rst)
        multi_iter <= 0;
    else if(multi_iter_en) 
        multi_iter <= multi_iter + 1;
end
always @(posedge clk) begin
    if (x_row_rst)
        x_row <= 0;
    else if(x_row_en) 
        x_row <= x_row + 1;
end
always @(posedge clk) begin
    if (y_col_rst)
        y_col <= 0;
    else if(y_col_en) 
        y_col <= y_col + 1;
end
always @(posedge clk) begin
    if (x_col_y_row_rst)
        x_col_y_row <= 0;
    else if(x_col_y_row_en) 
        x_col_y_row <= x_col_y_row + 1;
end
always @(posedge clk) begin
    if (z_sum_reg_rst)
        z_data <= 0;
    else if(z_sum_reg_en) 
        z_data <= z_data + y_data;
end
endmodule
```
`flow/run.sh`:
```
#!/bin/bash
# OpenROAD 26Q1-2900-gdf79404cd8, Yosys 0.63+post, stock flow scripts
make -C /OpenROAD-flow-scripts/flow DESIGN_CONFIG=/design/flow/config.mk WORK_HOME=/design/flow/orfs finish
```
==> results_slide.txt <==
Implementation Results

Run status
  – Outcome: completed

CTS
  – H-Tree Depth: 2
  – Total CTS buffers: 34
  – CTS tree: done
  – Reg clk slew, reported paths: ~0.060 ns
  – Cts hold-fix bufs: 0
  – Root buffer cell: clkbuf_16
  – Late-Pin Clk Latency: approximately 0.55 ns
  – PostCTS Resize Cnt: 0
  – Post-CTS Setup Bufs: 0
  – Longest Clk Path Bufs: 3

Timing
  – Setup WS post-layout: around 11 ns
  – Relative slew slack: 0.463
  – Highest Clock Rate: 0.0813 GHz
  – Final Skew: about 0.015 ns
  – Cycle use final: 0.519
  – # setup viols final: 0
  – Final Hold Fails: 0
  – Register pins left without a clock: 3
  – Number of unconstrained endpoints: 6
  – Worst Tran Pin Value: approximately 0.8 ns
  – Post-route setup TNS: 0 ns
  – Pins over their slew limit: 0
  – Post-layout minimum cycle time: approximately 12 ns
  – RSZ-0062 raised after global routing: false

Cells and area
  – Area Overhead vs Synth: 22.3%
  – Post-Layout Cell Count: around 3100
  – Fillers: between 3000 and 4000
  – Share of post-route cells with drive strength above 1: 0.0495

Yosys
  – Mapped Cells: 2401
  – Logic family by area: simple AND/OR/NAND/NOR gates
  – Mux share: 0.0337
  – Post-synth EDFFs: 0
  – FF+latch count, synth: about 260
  – Chip area in the Yosys report: 18900 um2
  – Mean Syn Cell Area: a little under 8 um2
  – Yosys warns: 1
  – Netlist cell types: around 82
  – Adder share: 0.0715
  – Complex-gate fraction of the synthesized area: 0.138
  – Xor+xnor area frac: 0.186
  – Mapped Area: 18900 um2
  – Ys flop type: dfxtp_1
  – Ys async rst share: 0.0115
  – Ys cells: about 2400
  – Simple-Gate Area Share: 0.251

Die
  – Std-Cell Core Area: ~37000 um2
  – Chip Width: between 150 and 200 um
  – DIE AREA: slightly below 40000 um2
  – Die span in y: 196 um
  – Core Rows: ~70
  – IO Pins: 293
  – Initial core utilization: 0.512

Placed design
  – IO buf count: approximately 290
  – Inst Count DP: 3067
  – DP HPWL: between 40 and 50 mm
  – Placer Congestion: approximately 1
  – DP Worst Slack: about 12 ns

Setup path
  – Reg2reg end: y_addr[30]
  – CP Launch Type: primary input
  – Worst setup EP type: output port
  – Crit path kind: primary input to output port
  – Worst Path Arrival: between 7 and 8 ns
  – Crit path max fanout: 5
  – Worst r2r src: x_col_y_row[0]
  – Crit path required time: 18.96 ns
  – Reg2reg path depth: 26
  – R2R setup slack: about 16 ns

Flow run
  – Max-cap violations: 0
  – Tool warnings: 29

Route
  – WL/cell: about 18 um
  – Via count: between 15000 and 20000
  – Antenna cells: 0
  – TritonRoute pass-1 iters: 5
  – Avg Vias per Cell: about 5.6
  – Remaining DRCs: 0
  – Initial DRC count: 937
  – Routed Antenna Nets: 0
  – Final WL: 55.2 mm

Global route
  – Gr ovfl total: 0
  – First-pass GRT wire length: between 80 and 90 mm
  – Number of global-route vias before repair: between 15000 and 20000
  – GRT Total Usage: 0.295
  – Pin count of the biggest net entering global routing: about 67
  – Antenna violations before repair: 1

Pwr
  – Pleak: between 9 and 10 nW
  – Total power: 1.42 mW
  – Max IR drop VDD: 53.7 uV
  – Power density over the cells: around 61 nW/um2

Hold path
  – Hold Path Sink: z_data[31]
  – Hold Path Depth: 1
  – Tightest Hold Check Type: flip-flop to flip-flop
  – Startpoint of the worst hold path: z_data[31]
layout make-up:
class                           count  area [um2]  area share
Clock buffer                       46         966      0.0419
Clock inverter                     15         155     0.00672
Inverter                           57         214     0.00927
Multi-Input combinational cell   1939       12800       0.557
Sequential cell                   262        5250       0.227
Tap cell                          504         631      0.0273
Timing Repair Buffer              305        3020       0.131
sequential cells by signal, summed over array words and instances (netlist names), 32 cells and up:
name and count:
z_data 32, x_row 32, y_col 32, y_addr 32, z_addr 32, x_addr 32, x_col_y_row 32, multi_iter 32
stage by stage:
| stage | util | hold WS (ns) | instance area, um2 |
|---|---|---|---|
| 2_1_floorplan | - | 0.419 | 18900 |
| 3_3_place_gp | 0.595 | 0.455 | 22000 |
| 3_5_place_dp | 0.595 | 0.467 | 22000 |
| 4_1_cts | 0.626 | 0.480 | 23100 |
| 5_1_grt | 0.626 | 0.511 | 23100 |
| 6_report | 0.626 | 0.475 | 23100 |
layer usage:
metal	GRT usage	up-vias	part of all wire
met2	0.457	512	0.45
met3	0.0547	84	0.063
met5	0	-	0.00024
li1	-	8812	-
met1	0.436	8080	0.46
met4	0.0671	2	0.026
logic make-up (layout without fill, tap and decap cells):
kind of cell	after synthesis	count (layout)
flops	259	259
mux	60	60
buf+inv	200	423
simple gates	955	955
latches	3	3
compound gates	418	418
xor+xnor	400	400
fa+ha+maj	106	106
cell usage after synthesis, types with 18 or more instances:
library cell / n / area share
a21o_1: 36 / 0.014
ha_1: 103 / 0.068
inv_1: 56 / 0.011
nand3_1: 88 / 0.023
buf_2: 27 / 0.0072
o21ai_0: 82 / 0.022
xor2_1: 204 / 0.095
or3_1: 43 / 0.014
and3_1: 38 / 0.013
xnor2_1: 196 / 0.091
mux2i_1: 31 / 0.016
mux2_2: 29 / 0.017
nor3_1: 50 / 0.013
nor4_1: 47 / 0.016
clkbuf_1: 104 / 0.021
and2_1: 41 / 0.014
a211oi_1: 18 / 0.0072
nand4_1: 70 / 0.023
nand2_1: 155 / 0.031
a21oi_1: 152 / 0.040
nor2_1: 327 / 0.065
dfxtp_1: 256 / 0.27
cell usage in the layout (no fill, tap or decap), types with 18 or more instances in the layout:
master             n
or3_1             43
inv_1             56
nand4_1           70
o21ai_0           82
dfxtp_1          256
clkdlybuf4s50_1  292
mux2i_1           31
nor4_1            47
a211oi_1          18
xnor2_1          196
nand2_1          155
and3_1            37
ha_1             102
a21oi_1          152
nand3_1           88
nor2_1           327
a21o_1            36
xor2_1           204
mux2_2            29
nor3_1            50
clkbuf_16         34
and2_1            41
where the power goes:
part | switching (mW) | internal, mW
clock network | 0.209 | 0.310
logic | 0.168 | 0.222
registers | 0.0316 | 0.478
total | 0.409 | 1.01
critical path, cell delays in order:
cell and delay, ns:
clkdlybuf4s50_1 0.46, xor2_1 0.17, nor4_1 0.47, nand4_1 0.26, nor2_1 0.61, and3_1 0.31
clkdlybuf4s50_1 0.53
worst max-delay path by stage:
stage / from / endpoint
final: x_cols_y_rows[7] / z_wen
after global routing: x_cols_y_rows[7] / z_wen
after CTS: x_cols_y_rows[7] / z_wen
Power figures rest on the tool's default switching activity, not on a simulated workload.
